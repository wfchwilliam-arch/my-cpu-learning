--- flow/config.mk ---
export PLATFORM = sky130hd
export DESIGN_NAME = datapath_mini
export DESIGN_NICKNAME = datapath_mini
export VERILOG_FILES = /design/flow/design.v
export SDC_FILE = /design/flow/constraint.sdc
export NUM_CORES = 4
export LEC_CHECK = 1
export CORE_UTILIZATION = 50
export SYNTH_HDL_FRONTEND = slang
--- flow/run.sh ---
#!/bin/bash
# OpenROAD 26Q1-2900-gdf79404cd8, Yosys 0.63+post, stock flow scripts
make -C /OpenROAD-flow-scripts/flow DESIGN_CONFIG=/design/flow/config.mk WORK_HOME=/design/flow/orfs finish
--- flow/constraint.sdc ---
current_design datapath_mini

set clk_period 44.2
set clk_io_pct 0.2

create_clock -name clk0 -period $clk_period [get_ports {clk}]

set non_clock_inputs [all_inputs -no_clocks]
set_input_delay [expr $clk_period * $clk_io_pct] -clock clk0 $non_clock_inputs
set_output_delay [expr $clk_period * $clk_io_pct] -clock clk0 [all_outputs]
--- flow/design.v ---
`timescale 1ns/1ps
package alu_pkg;
    typedef enum logic [3:0] {
        ALU_ADD = 4'b0000,
        ALU_SUB = 4'b1000,
        ALU_AND = 4'b0111,
        ALU_OR  = 4'b0110,
        ALU_XOR = 4'b0100,
        ALU_SLL = 4'b0001,   
        ALU_SRL = 4'b0101,   
        ALU_SRA = 4'b1101,   
        ALU_SLT = 4'b0010,   
        ALU_SLTU= 4'b0011    
      } alu_op_t;
endpackage
`timescale 1ns/1ps
module alu
    import alu_pkg::*;
(
    input logic [31:0] a,
    input logic [31:0] b,
    input alu_op_t op,
    output logic [31:0] result,
    output logic zero
);
    always_comb 
    begin
        result = '0;
        case(op)
            ALU_ADD: result = a + b;
            ALU_SUB: result = a - b;
            ALU_AND: result = a & b;
            ALU_OR : result = a | b;
            ALU_XOR: result = a ^ b;
            ALU_SLL: result = a <<b[4:0];
            ALU_SRL: result = a >>b[4:0];
            ALU_SRA: result = $signed(a) >>> b[4:0];
            ALU_SLT: result = ($signed(a) < $signed(b))? 32'd1 : 32'd0;
            ALU_SLTU: result = (a < b)? 32'd1 : 32'd0;
            default : result = '0;
        endcase
    end
    assign zero = (result == 32'b0);
endmodule
`timescale 1ns/1ps
module datapath_mini 
(
    input  logic clk,    
    input  logic rst_n,
    input [4:0] rs1 ,        
    input [4:0] rs2 ,        
    input [4:0] ws  ,        
    input logic reg_write,   
    input alu_pkg::alu_op_t alu_op,   
    output logic [31:0] alu_result_out
);
logic [31:0] reg_data1;    
logic [31:0] reg_data2;    
logic [31:0] alu_result;   
logic alu_zero;
regfile u_regfile(
    .clk(clk),
    .we3(reg_write),
    .a3(ws),
    .wd3(alu_result),  
    .a1(rs1),
    .rd1(reg_data1),
    .a2(rs2),
    .rd2(reg_data2)
);
alu u_alu(
    .a(reg_data1),    
    .b(reg_data2),    
    .op(alu_op),      
    .result(alu_result) , 
    .zero(alu_zero)
);
assign alu_result_out = alu_result;
endmodule
`timescale 1ns/1ps
module regfile (
    input  logic clk,   
    input  logic we3,          
    input logic [4:0] a3,      
    input logic [31:0] wd3,    
    input logic [4:0] a1,      
    output logic [31:0] rd1,   
    input logic [4:0] a2,      
    output logic [31:0] rd2    
);
    logic [31:0] rf[31:0];
    always_ff @(posedge clk ) begin
        if (we3 == 1)begin
            rf[a3] <= wd3;
        end
    end
    assign rd1 = (a1 != 0)? rf[a1] : 32'b0;
    assign rd2 = (a2 != 0)? rf[a2] : 32'b0;
endmodule
==> deck_impl_summary.md <==
Run Summary

Run status
  • Status: complete, no violations

Logic synthesis
  • Registers, synthesis: 1024
  • Flip-flops with a built-in enable: 1024
  • Synthesis Warnings: 0
  • Largest type area fraction: between 50% and 60%
  • Post-synth cell types: around 90
  • Avg Cell Area, Syn: 15.72 um^2
  • Cells after Synth: 3552
  • Yosys chip area: 0.05583 mm^2
  • Cell area leaders: edfxtp_1, mux4_2, mux2i_1, ha_1, nand2_1
  • Asr flop ratio synth: 0%
  • Cell total in the yosys stat output: 3552
  • Yosys top cell by area: edfxtp_1
  • Commonest flop: edfxtp_1
  • Post-Syn Area: 0.05583 mm^2
  • Sequential cell area fraction in the yosys report: 55.08%

Place
  • Final Wtd Congestion: 0.9822
  • Placed Cells: approximately 5000
  • Post-DP HPWL: 125400 um
  • PortBufs: between 50 and 60

Routing
  • DR vias: 35967
  • Drc violations: 0
  • 1st-pass router iterations: 6
  • Routed len/inst: between 30 and 40 um
  • Final wirelength: 196400 um
  • Initial drt markers: 2653
  • Vias per inst: 6.960
  • Final ANT Viol Nets: 0

Power
  • Leak pwr: 20.85 nW
  • Maximum VDD drop: 0.03839 mV
  • PD cells: 40.65 mW/mm^2

Final timing
  • Fin. max-slew vios: 0
  • Final Hold Violation Tally: 0
  • Setup repair after global routing missed its margin: no
  • Slew HR: 33.91%
  • Least-Margin Pin Slew: about 990 ps
  • F_max: 0.03734 GHz
  • Period minus WS final: around 27000 ps
  • Final setup viols: 0
  • Final Cycle Share: 60.60%
  • Final setup TNS: 0 ps
  • Clk_skew: 66.63 ps

Layout
  • Layout cells sized above 1: approximately 25%
  • Most frequent cells in the layout: edfxtp_1, mux4_2, mux2i_1
  • Most numerous logic cell after layout: edfxtp_1
  • Largest register FFs: 1024
  • Post-synthesis to final-layout area growth: 10.43%
  • Largest Register: u_regfile.rf
  • Top Registers: u_regfile.rf x1024
  • Layout Cells excl Fill: slightly above 5000

Flow run
  • Max-cap viol count: 0
  • Tool Warnings: 94

Critical path
  • Critical Path Fanout Max: 37
  • Req. time, crit path: 35360 ps
  • Crit path launch type: primary input
  • Critical path arrival: 17940 ps
  • Critical path endpoint category: output port
  • WS Path Type: in -> out

CTS
  • Clock tree buffer depth: 3
  • CTS tree: built
  • CTS sink cnt: 1024
  • # hold bufs at CTS: 0
  • Clock latency (worst-skew pair): 720 ps
  • Clk root buf: clkbuf_16
  • CTS buffer count: 104
  • CTS clk-pin slew, worst paths: roughly 60 ps
  • H-tree depth: 3
  • PostCTS Resize Cnt: 0
  • Post-CTS setup buffers: 0

Floorplan
  • Init Core Util: 50.45%
  • Rows: roughly 120
  • Die area: 0.1130 mm^2
  • Core area: about 0.11 mm^2
  • Ports: between 50 and 60
  • Die width: about 340 um
  • Die Ht: 336.2 um

Global routing
  • Vias in the first global route: 39553
  • Gr usage total: 39.40%
  • Antenna violations before repair: 3
  • Global-route wire length before repair: 279800 um
  • Largest net degree at the start of global routing: 99
  • GR Overflow Total: 0

Min path
  • Worst Hold Class: reg -> reg
==> routing by layer <==
| layer | vias to the layer above | track usage (%) | part of all wire (%) |
|---|---|---|---|
| met5 | - | 5.915 | 0.39 |
| met2 | 2820 | 54.79 | 45 |
| li1 | 14829 | - | - |
| met3 | 441 | 29.69 | 18 |
| met4 | 22 | 12.19 | 4.2 |
| met1 | 17855 | 49.50 | 32 |
==> stage by stage <==
| stage | utilization, % | instance area [um^2] | power [mW] | hold slack (ps) | worst slack, ps |
|---|---|---|---|---|---|
| 5_1_grt | 55.71 | 61650 | 2.586 | 1880 | 17090 |
| 3_3_place_gp | 52.70 | 58320 | 1.652 | 1770 | 17560 |
| 6_report | 55.71 | 61660 | 2.506 | 1800 | 17420 |
| 2_1_floorplan | - | 55830 | 1.466 | 1714 | 20570 |
| 4_1_cts | 55.71 | 61650 | 2.509 | 1800 | 17530 |
| 3_5_place_dp | 52.70 | 58320 | 1.657 | 1776 | 17530 |
==> worst max-delay path, cell delays in order <==
cell	delay (ps)
buf_8	310
buf_4	630
buf_4	640
buf_4	700
mux4_2	590
a22o_1	260
a2111o_1	470
nand3_1	400
inv_1	150
ha_1	430
nand3b_1	230
a21oi_1	250
nor4b_1	90
buf_4	180
nor4_1	620
o31ai_1	160
buf_4	190
or4b_2	700
nand4_1	120
o21ai_0	230
a311oi_1	640
nand4_1	160
buf_4	270
clkdlybuf4s50_1	460
==> where the power goes <==
group          internal, mW  leakage, nW  switching [mW]  total [mW]
logic                 0.173         9.85           0.339       0.512
clock network         0.486         1.60           0.374       0.860
registers              1.13         9.40         0.00370        1.13
total                  1.79         20.8           0.717        2.51
==> cell families (layout without fill, tap and decap cells) <==
group	Yosys count	count (layout)	share of synthesized area, %
flops	1024	1024	55.08
mux	796	796	25.63
compound gates	628	628	8.209
simple gates	602	602	5.054
buf+inv	373	499	3.299
fa+ha+maj	101	101	2.290
xor+xnor	28	28	0.4393
other cells	0	2	0
==> final timing paths <==
kind / start / to / slack (ps) / depth (start not counted)
setup / recovery: rs1[0] / alu_result_out[0] / 17420 / 24
hold / removal: u_regfile.rf[3][4] / u_regfile.rf[0][6] / 1800 / 8
setup reg to reg: u_regfile.rf[8][2] / u_regfile.rf[25][0] / 37380 / 19
hold reg to reg: u_regfile.rf[3][4] / u_regfile.rf[0][6] / 1800 / 8
==> synth_stat cells, drive strengths merged, types with 32 or more instances <==
library cell and count:
mux2 35, nand3 48, clkbuf 127, mux2i 260, ha 99, o211ai 33
nor2 169, o22a 35, o22ai 65, inv 91, nand4 45, a22oi 46
a22o 41, buf 152, o21ai 76, a21o 36, a21oi 94, a2111o 32
edfxtp 1024, nand2 207, mux4 501
==> area by class of cell <==
class,count,area (um^2)
antenna,2,5.005
clock buffer,124,2678
tap,1488,1862
inverter,94,354.1
clock inverter,68,648.1
sequential,1024,30750
multi-input combinational,2155,23580
timing repair buffer,213,1784
fill,8436,49010
Power is estimated from default activity; no workload was simulated.
